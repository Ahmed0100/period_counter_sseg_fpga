===== /design/flow/config.mk =====
export PLATFORM = sky130hd
export DESIGN_NAME = period_counter_top
export DESIGN_NICKNAME = period_counter_top
export VERILOG_FILES = /design/flow/design.v
export SDC_FILE = /design/flow/constraint.sdc
export NUM_CORES = 4
export LEC_CHECK = 1
export CORE_UTILIZATION = 30

===== /design/flow/run.sh =====
#!/bin/bash
# OpenROAD 26Q1-2900-gdf79404cd8, Yosys 0.63+post, stock flow scripts
make -C /OpenROAD-flow-scripts/flow DESIGN_CONFIG=/design/flow/config.mk WORK_HOME=/design/flow/orfs finish

===== /design/flow/design.v =====
module bin_to_bcd(
   input [13:0] bin,
   output reg [15:0] bcd
   );
integer i;
always @(bin) begin
    bcd=0;		 	
    for (i=0;i<14;i=i+1) begin					 
        if (bcd[3:0] >= 5) bcd[3:0] = bcd[3:0] + 3;		 
	if (bcd[7:4] >= 5) bcd[7:4] = bcd[7:4] + 3;
	if (bcd[11:8] >= 5) bcd[11:8] = bcd[11:8] + 3;
	if (bcd[15:12] >= 5) bcd[15:12] = bcd[15:12] + 3;
	bcd = {bcd[14:0],bin[13-i]};				 
    end
end
endmodule
module db_fsm
(
	input clk,
	input reset_n,
	input sw,
	output reg db
);
localparam [2:0]
				zero = 3'b000,
				wait_1_1 = 3'b001,
				wait_1_2 = 3'b010,
				wait_1_3 = 3'b011,
				one = 3'b100,
				wait_0_1 =3'b101,
				wait_0_2 = 3'b110,
				wait_0_3=3'b111;
localparam N=19;
reg [N-1:0] q_reg;
wire [N-1:0] q_next;
wire m_tick;
reg [2:0] current_state,next_state;
reg [1:0] sync_sw;
always @(posedge clk)
begin
	sync_sw <= {sync_sw[0],sw};
end
always @(posedge clk)
begin
	q_reg<=q_next;
end
assign q_next = q_reg + 1;
assign m_tick = (q_reg==0);
always @(posedge clk or negedge reset_n)
begin
	if(!reset_n)
		current_state <= zero;
	else
		current_state <= next_state;
end
always @*
begin
	next_state = current_state;
	db=1'b0;
	case(current_state)
		zero:
			if(sync_sw[1])
				next_state = wait_1_1;
		wait_1_1:
			if(~sync_sw[1])
				next_state = zero;
			else if(m_tick)
				next_state = wait_1_2;
		wait_1_2:
			if(~sync_sw[1])
				next_state = zero;
			else if(m_tick)	
				next_state = wait_1_3;
		wait_1_3:
			if(~sync_sw[1])
				next_state = zero;
			else if(m_tick)
				next_state = one;
		one:
		begin
			db=1;
			if(~sync_sw[1])
				next_state = wait_0_1;
		end
		wait_0_1:
		begin
			db=1'b1;
			if(sync_sw[1])
				next_state = one;
			else if(m_tick)
				next_state = wait_0_2;
		end
		wait_0_2:
		begin
			db=1'b1;
			if(sync_sw[1])
				next_state = one;
			else if(m_tick)
				next_state = wait_0_3;
		end
		wait_0_3:
		begin
			db=1'b1;
			if(sync_sw[1])
				next_state = one;
			else if(m_tick)
				next_state = zero;
		end
		default: next_state = zero;
	endcase
end
endmodule
module hex_to_sseg
(
	input [3:0] hex,
	input dp,
	output reg [7:0] sseg);
always @(*)
begin
	case (hex)
		4'h0: sseg [6:0] = 7'b0000001;
		4'h1: sseg[6:0] = 7'b1001111;
		4'h2: sseg [6:0] = 7'b0010010;
		4'h3: sseg [6:0] = 7'b0000110;
		4'h4: sseg[6:0] = 7'b1001100;
		4'h5: sseg [6:0] = 7'b0100100;
		4'h6: sseg [6:0] = 7'b0100000;
		4'h7: sseg[6:0] = 7'b0001111;
		4'h8 : sseg[6:0] = 7'b0000000;
		4'h9 : sseg [6:0] = 7'b0000100;
		4'ha: sseg [6:0] = 7'b0001000;
		4'hb: sseg [6:0] = 7'b1100000;
		4'hc: sseg[6:0] = 7'b0110001;
		4'hd: sseg [6:0] = 7'b1000010;
		4'he: sseg [6:0] = 7'b0110000;
		default: sseg [6:0] = 7'b0111000;  
	endcase
	sseg [7] = dp;
end
endmodule 
module period_counter(
	input clk,reset_n,
	input start, si,
	output reg ready,
	output [9:0] period
);
localparam [1:0]
idle=2'b00,
waite=2'b01,
count=2'b10,
done=2'b11;
localparam CLK_MS_COUNT=50000;
reg [1:0] current_state,next_state;
reg[15:0] t_reg,t_next;
reg[9:0] p_reg,p_next;
reg delay_reg;
wire edg;
always @(posedge clk or negedge reset_n)
begin
	if(~reset_n)
	begin
		current_state<=idle;
		t_reg<=0;
		p_reg<=0;
		delay_reg<=0;
	end
	else
	begin
		current_state<=next_state;
		t_reg<=t_next;
		p_reg<=p_next;
		delay_reg<=si;
	end
end
assign edg=~delay_reg & si;
always @*
begin
	next_state = current_state;
	ready=0;
	p_next=p_reg;
	t_next=t_reg;
	case(current_state)
	idle:
	begin
		ready=1;
		if(start)
			next_state=waite;		
	end
	waite:
	begin
		if(edg)
		begin
			next_state = count;
			t_next=0;
			p_next=0;
		end
	end
	count:
	begin
		if(edg)
			next_state = done;
		else
			if(t_reg == CLK_MS_COUNT-1)
			begin
				t_next = 0;
				p_next=p_reg+1;
			end
			else
				t_next=t_next+1;
	end
	done:
	begin
		next_state = done;
	end
	endcase
end
assign period=p_reg;
endmodule
module period_counter_top
(
	input clk,
	reset_n,
	input start,
	input si,
	output ready,
	output [7:0] sseg,
	output [3:0] sel
);
wire [9:0] f;
wire start_db;
wire done_tick;
wire [3:0] bcd [3:0];
wire si_db;
db_fsm db_fsm_inst
(
	.clk(clk),
	.reset_n(reset_n),
	.sw(!start),
	.db(start_db)
);
db_fsm db_fsm_inst_2
(
	.clk(clk),
	.reset_n(reset_n),
	.sw(!si),
	.db(si_db)
);
period_counter period_counter_inst
(
	.clk(clk),.reset_n(reset_n),
	.start(start_db),
	.si(si_db),
	.ready(ready),
	.period(f)
);
bin_to_bcd bin_to_bcd_inst
(
   .bin({5'b0,f}),
   .bcd({bcd[3],bcd[2],bcd[1],bcd[0]})   
);
sseg_time_mux sseg_time_mux_inst
(
	.clk(clk),
	.hex0(bcd[0]),.hex1(bcd[1]),.hex2(bcd[2]),.hex3(4'b1001),
	.dp(4'b1110),
	.sel(sel),
	.sseg(sseg)
);
endmodule
module sseg_time_mux
(
	input clk,
	input [3:0] hex0,hex1,hex2,hex3,
	input [3:0] dp,
	output reg [3:0] sel,
	output [7:0] sseg
);
localparam N=18;
reg [N-1:0] q_reg;
wire [N-1:0] q_next;
reg [3:0] hex_in;
reg dp_in;
always @(posedge clk)
begin
	q_reg <= q_next;
end
assign q_next = q_reg +1;
always @(*)
	case(q_reg[N-1:N-2])
		2'b00: begin
				sel= 4'b1110;
				hex_in= hex0;
				dp_in = dp[0];
		end
		2'b01: begin
				sel=4'b1101;
				hex_in= hex1;
				dp_in = dp[1];
		end
		2'b10: begin
				sel=4'b1011;
				hex_in = hex2;
				dp_in = dp[2];
		end
		default: begin
				sel=4'b0111;
				hex_in= hex3;
				dp_in = dp[3];
		end
	endcase
hex_to_sseg hex_to_sseg_inst
(
	.hex(hex_in),
	.dp(dp_in),
	.sseg(sseg)
);
endmodule

===== /design/flow/constraint.sdc =====
current_design period_counter_top

set clk_period 8.6
set clk_io_pct 0.2

create_clock -name clk0 -period $clk_period [get_ports {clk}]

set non_clock_inputs [all_inputs -no_clocks]
set_input_delay [expr $clk_period * $clk_io_pct] -clock clk0 $non_clock_inputs
set_output_delay [expr $clk_period * $clk_io_pct] -clock clk0 [all_outputs]

==> results.cfg <==
; physical design summary
[outcome]
status = complete, but fails checks
violations = negative setup slack

[critical_path]
crit_family = AND-OR/OR-AND gates
critPathSlowestCell = or4_4
startpoint_type = flop
worst-setup-path-type = flop to output pin
path_max_fanout = 5
path_common_cell = ha_2
arrival_ns = 6.94
worstPathRequired_ns = 6.88
cpPeakStageDelay_ns = 0.43
path_buffers = 7
cp-end-kind = output pin

[cts]
cts_buffer_depth = 2
ctsHoldBuffers = 0
path_clk_slew_ns = 0.07
cts_made_buffers = 9
clock.latency.late_pin_ns = 0.34
root_buffer = clkbuf_16
clock-sinks = 107
htree_levels = 3
cts_tree = yes

[routing]
wl_per_cell_um = 11.6
wl_um = 13000
drtIter0Drc = 235
vias_per_cell = 4.89
via_count = 5481
antenna_cells = 0
route.detailed.drc = 0
firstDrtPassIters = 4
detail-route-antenna-nets = 0

[job]
cap_violations = 0
warning_count = 41

[synthesis]
ys_warn_count = 6
synthFlopType = dfxtp_1
async_reset_ff_share_pct = 43.9
synthCells = 760
synth_area_sq_um = 6650
yosysUniqueCellTypes = 90
seq_area_frac_synth_pct = 35.8
avgSynthCellArea_sq_um = 8.75
ys_ff = 107
edf_count = 0
ys_chip_area_sq_um = 6650
yosys_cells = 760

[final_timing]
hold_viol_final = 0
finalSetupViolCount = 2
fmax_mhz = 115
holdWs_ns = 0.326
worst_slack_ns = -0.0649
skew_ns = 0.00806
rsz0062_at_grt = yes
fin_crit_sh_pct = 101
post-route-min-period_ns = 8.66
drv_slew = 0
max_slew_margin_pct = 52.3
tightestPinTransition_ns = 0.706

[die]
fp-row-count = 54
die_height_um = 151
die_x_um = 151
fp_util_pct = 30.6
die_area_sq_um = 22800
core_sq_um = 21800
io_pins = 17

[layout]
drive_gt1_share_pct = 22.6
n_fill_cell = 2150
lay_top_cells = 72 x buf_4, 70 x nand2_1, 66 x nor2_1
syn_to_final_growth_pct = 23.8
stdcell_area_sq_um = 8240
lay_top_count = buf_4
final_cells = 1121

[placed_design]
dp.cells = 1082
placed_area_sq_um = 7530
port_buffers = 16
hpwlAfterDp_um = 9310
dp_slack_ns = -0.136
gp_congestion = 0.841

[grt]
antenna_found_initial = 0
grt_pass1_wl_um = 22700
grt_max_degree = 48
grt_pass1_vias = 4971
grt_overflow = 0
grt_usage_pct = 12.0

[power]
peakVddDrop_v = 0.000174
leakagePower_nw = 3.31
pwr_density_cell_nw_per_um2 = 112

[hold_path]
worstHoldPathType = flop to flop
stage by stage:
stage	setup TNS [ns]	power, mW	util [%]
finish	-0.111	0.926	37.9
global route	-3.28	0.959	37.9
CTS	-1.04	0.940	37.2
detailed placement	-0.800	0.518	34.6
global placement	-0.00968	0.518	34.6
floorplan	-0.0110	0.512	-
worst paths after layout:
check | cells after the start | slack [ns] | from | end
max reg2reg | 10 | 5.46 | db_fsm_inst_2.current_state[3]$_DFF_PN0_ | period_counter_inst.p_reg[9]$_DFFE_PN0P_
max | 40 | -0.06 | period_counter_inst.p_reg[7]$_DFFE_PN0P_ | sseg[1]
max in group asynchronous | 2 | 6.73 | reset_n | db_fsm_inst_2.current_state[6]$_DFF_PN0_
min in group asynchronous | 2 | 1.47 | reset_n | period_counter_inst.t_reg[0]$_DFFE_PN0P_
min | 0 | 0.33 | db_fsm_inst.sync_sw[0]$_DFF_P_ | db_fsm_inst.sync_sw[1]$_DFF_P_
min reg2reg | 0 | 0.33 | db_fsm_inst.sync_sw[0]$_DFF_P_ | db_fsm_inst.sync_sw[1]$_DFF_P_
metal layers:
metal	vias up	wire [um]	track usage (%)	part of all wire [%]
li1	2859	-	-	-
met4	0	169	1.35	1.3
met3	13	213	0.614	1.6
met2	45	5820	19.2	45
met1	2564	6790	18.7	52
met5	-	0	0	0
logic make-up (layout without fill, tap and decap cells):
group           Yosys count  after routing  synth area share, %
buf+inv                  68            149                 4.31
fa+ha+maj                30             30                 5.64
simple gates            310            310                 23.9
compound gates          140            140                 15.3
xor+xnor                 76             76                 10.2
mux                      29             29                 4.78
flops                   107            107                 35.8
final cells by class:
| cell class | instances | area, sq um | share of cell area [%] |
|---|---|---|---|
| Timing Repair Buffer | 92 | 713 | 8.66 |
| Clock buffer | 11 | 253 | 3.07 |
| Clock inverter | 5 | 58.8 | 0.714 |
| Multi-Input combinational cell | 585 | 4330 | 52.5 |
| Sequential cell | 107 | 2380 | 28.9 |
| Inverter | 41 | 154 | 1.87 |
| Tap cell | 280 | 350 | 4.25 |
what timing repair did:
action / in CTS / in global routing
endpoints found under the setup margin: 7 / 7
gates resized: 46 / 25
setup buffers: 16 / 7
pin swaps: 16 / 21
synth_stat cells, types with 16 or more instances:
cell type / number / share of area [%]
dfrtp_1: 44 / 17
nand3_1: 40 / 3.0
a21oi_1: 27 / 2.0
inv_1: 38 / 2.1
nand2_1: 70 / 3.9
o21ai_0: 31 / 2.3
dfxtp_1: 60 / 18
xnor2_1: 52 / 6.8
xor2_1: 22 / 2.9
clkbuf_1: 16 / 0.90
nor3_1: 20 / 1.5
and3_1: 20 / 1.9
mux2i_1: 21 / 3.2
nor2_1: 67 / 3.8
ha_1: 30 / 5.6
power breakdown:
part / internal, mW / leakage, nW / total, mW / switching (mW)
combinational: 0.00178 / 2.02 / 0.00614 / 0.00436
clock: 0.243 / 0.156 / 0.419 / 0.176
sequential: 0.500 / 1.13 / 0.501 / 0.00104
total: 0.744 / 3.31 / 0.926 / 0.182
Power and IR drop assume default switching activity.
